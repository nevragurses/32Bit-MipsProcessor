==> ./design.v <==
module Alu_1Bit(carryOut,outputAlu,a,b,carryIn,less,AluOp);
    output carryOut,outputAlu;
	 input [2:0]  AluOp;  
    input a,b ,carryIn,less;
    wire x1,x2,x3,select,m0,m1,s1;
	 xorGate selectOperation(select,b,AluOp[2]);  
    xorGate Gate1(x1,a,select );  
    xorGate Gate2(s1, x1 ,carryIn );  
    and (x2, a,select);
    and (x3,carryIn,x1); 
	 or (carryOut, x2,x3 );  
	 and(m0,select,a);  
	 or (m1,select,a);  
	 mux Multiplexer1(outputAlu,m0,s1,m1,less,AluOp[1],AluOp[0]);  
endmodule    
module Alu_32_Bit ( carryoutputAlu,outputAluputAlu,Z,a,b,carryIn,AluOp);
	output carryoutputAlu;  
	output[31:0] outputAluputAlu;  
	output Z;
	input[31:0] a;
	input [31:0]b;
	input [2:0 ] AluOp;
	input carryIn;
	wire V,set,c1,c2,c3,c4,c5,c6,c7,c8,c9,c10,c11,c12,c13,c14,c15,c16,c17,c18,c19,c20,c21,c22,c23,c24,c25,c26,c27,c28,c29,c30,c31;
	Alu_1Bit alu0 (c1,outputAluputAlu[0],a[0],b[0],AluOp[2],set,AluOp);
	Alu_1Bit alu1 (c2,outputAluputAlu[1],a[1],b[1],c1,0,AluOp);
	Alu_1Bit alu2 (c3,outputAluputAlu[2],a[2],b[2],c2,0,AluOp);
	Alu_1Bit alu3 (c4,outputAluputAlu[3],a[3],b[3],c3,0,AluOp);
	Alu_1Bit alu4 (c5,outputAluputAlu[4],a[4],b[4],c4,0,AluOp);
	Alu_1Bit alu5 (c6,outputAluputAlu[5],a[5],b[5],c5,0,AluOp);
	Alu_1Bit alu6 (c7,outputAluputAlu[6],a[6],b[6],c6,0,AluOp);
	Alu_1Bit alu7 (c8,outputAluputAlu[7],a[7],b[7],c7,0,AluOp);
	Alu_1Bit alu8 (c9,outputAluputAlu[8],a[8],b[8],c8,0,AluOp);
	Alu_1Bit alu9 (c10,outputAluputAlu[9],a[9],b[9],c9,0,AluOp);
	Alu_1Bit alu10 (c11,outputAluputAlu[10],a[10],b[10],c10,0,AluOp);
	Alu_1Bit alu11 (c12,outputAluputAlu[11],a[11],b[11],c11,0,AluOp);
	Alu_1Bit alu12 (c13,outputAluputAlu[12],a[12],b[12],c12,0,AluOp);
	Alu_1Bit alu13 (c14,outputAluputAlu[13],a[13],b[13],c13,0,AluOp);
	Alu_1Bit alu14 (c15,outputAluputAlu[14],a[14],b[14],c14,0,AluOp);
	Alu_1Bit alu15 (c16,outputAluputAlu[15],a[15],b[15],c15,0,AluOp);
	Alu_1Bit alu16 (c17,outputAluputAlu[16],a[16],b[16],c16,0,AluOp);
	Alu_1Bit alu17 (c18,outputAluputAlu[17],a[17],b[17],c17,0,AluOp);
	Alu_1Bit alu18 (c19,outputAluputAlu[18],a[18],b[18],c18,0,AluOp);
	Alu_1Bit alu19 (c20,outputAluputAlu[19],a[19],b[19],c19,0,AluOp);
	Alu_1Bit alu20 (c21,outputAluputAlu[20],a[20],b[20],c20,0,AluOp);
	Alu_1Bit alu21 (c22,outputAluputAlu[21],a[21],b[21],c21,0,AluOp);
	Alu_1Bit alu22 (c23,outputAluputAlu[22],a[22],b[22],c22,0,AluOp);
	Alu_1Bit alu23 (c24,outputAluputAlu[23],a[23],b[23],c23,0,AluOp);
	Alu_1Bit alu24 (c25,outputAluputAlu[24],a[24],b[24],c24,0,AluOp);
	Alu_1Bit alu25 (c26,outputAluputAlu[25],a[25],b[25],c25,0,AluOp);
	Alu_1Bit alu26 (c27,outputAluputAlu[26],a[26],b[26],c26,0,AluOp);
	Alu_1Bit alu27 (c28,outputAluputAlu[27],a[27],b[27],c27,0,AluOp);
	Alu_1Bit alu28 (c29,outputAluputAlu[28],a[28],b[28],c28,0,AluOp);
	Alu_1Bit alu29 (c30,outputAluputAlu[29],a[29],b[29],c29,0,AluOp);
	Alu_1Bit alu30 (c31,outputAluputAlu[30],a[30],b[30],c30,0,AluOp);
	MSB_1BitAlu alu31 (carryoutputAlu,outputAluputAlu[31],V,set,a[31],b[31],c31,0,AluOp);
	wire [15:0] Zfirst;
	wire [7:0] Zsecond;
	wire [3:0] Zthird;
	wire [1:0] Zfourth;
	wire Zlast;
	or(Zfirst[0],outputAluputAlu[0],outputAluputAlu[1]); 
	or(Zfirst[1],outputAluputAlu[2],outputAluputAlu[3]); 
	or(Zfirst[2],outputAluputAlu[4],outputAluputAlu[5]); 
	or(Zfirst[3],outputAluputAlu[6],outputAluputAlu[7]); 
	or(Zfirst[4],outputAluputAlu[8],outputAluputAlu[9]); 
	or(Zfirst[5],outputAluputAlu[10],outputAluputAlu[11]); 
	or(Zfirst[6],outputAluputAlu[12],outputAluputAlu[13]); 
	or(Zfirst[7],outputAluputAlu[14],outputAluputAlu[15]);
	or(Zfirst[8],outputAluputAlu[16],outputAluputAlu[17]); 
	or(Zfirst[9],outputAluputAlu[18],outputAluputAlu[19]); 
	or(Zfirst[10],outputAluputAlu[20],outputAluputAlu[21]); 
	or(Zfirst[11],outputAluputAlu[22],outputAluputAlu[23]);
	or(Zfirst[12],outputAluputAlu[24],outputAluputAlu[25]); 
	or(Zfirst[13],outputAluputAlu[26],outputAluputAlu[27]); 
	or(Zfirst[14],outputAluputAlu[28],outputAluputAlu[29]); 
	or(Zfirst[15],outputAluputAlu[30],outputAluputAlu[31]);
	or(Zsecond[0],Zfirst[0],Zfirst[1]); 
	or(Zsecond[1],Zfirst[2],Zfirst[3]); 
	or(Zsecond[2],Zfirst[4],Zfirst[5]); 
	or(Zsecond[3],Zfirst[6],Zfirst[7]); 
	or(Zsecond[4],Zfirst[8],Zfirst[9]); 
	or(Zsecond[5],Zfirst[10],Zfirst[11]);
	or(Zsecond[6],Zfirst[12],Zfirst[13]); 
	or(Zsecond[7],Zfirst[14],Zfirst[15]);
	or(Zthird[0],Zsecond[0],Zsecond[1]); 
	or(Zthird[1],Zsecond[2],Zsecond[3]); 
	or(Zthird[2],Zsecond[4],Zsecond[5]); 
	or(Zthird[3],Zsecond[6],Zsecond[7]); 
	or(Zfourth[0],Zthird[0],Zthird[1]); 
	or(Zfourth[1],Zthird[2],Zthird[3]);
	or(Zlast,Zfourth[0],Zfourth[1]);
	not (Z,Zlast);
endmodule
module MSB_1BitAlu(carryOut,outputAlu,V,set,a,b,carryIn,less,AluOp);
    output carryOut,outputAlu;
	 output V,set;
	 input [2:0]  AluOp;  
    input a,b ,carryIn,less;
    wire x1,x2,x3,select,m0,m1,s1,overflow;
	 xorGate selectOperation(select,b,AluOp[2]);  
    xorGate Gate1(x1,a,select );  
    xorGate Gate2(s1, x1 ,carryIn );  
    and (x2, a,select);
    and (x3,carryIn,x1); 
	 or (carryOut, x2,x3 );  
	 and(m0,select,a);  
	 or (m1,select,a);  
	 xorGate detectOverflow(V,carryIn,carryOut); 
	 xorGate setOutput (set,V,s1); 
	 mux Multiplexer1(outputAlu,m0,s1,m1,less,AluOp[1],AluOp[0]);  
endmodule  
module mux (muxOut ,I0,I1,I2,I3,s0,s1 );
    output muxOut;
    input I0,I1,I2,I3,s0,s1 ;
    wire not0,not1 , a1,a2,a3,a4;
    not(not0, s0);  
    not(not1,s1);   
    and (a1,not0,not1,I0 );  
    and (a2,not1,s0,I1);    
    and (a3,not0,s1,I2);   
    and (a4,s0,s1,I3);     
    or (muxOut,a1,a2,a3,a4);  
endmodule
module xorGate ( result,a ,b); 
    output result;
    input a,b;
    wire x,y,z;
    or( x,a,b);  
    and(y,a,b);   
    not(z,y);   
    and (result,x,z);  
endmodule   
==> ./run.sh <==
#!/bin/bash
# OpenROAD 26Q1-2900-gdf79404cd8, Yosys 0.63+post, stock flow scripts
make -C /OpenROAD-flow-scripts/flow DESIGN_CONFIG=/design/flow/config.mk WORK_HOME=/design/flow/orfs finish
==> ./config.mk <==
export PLATFORM = sky130hd
export DESIGN_NAME = Alu_32_Bit
export DESIGN_NICKNAME = Alu_32_Bit
export VERILOG_FILES = /design/flow/design.v
export SDC_FILE = /design/flow/constraint.sdc
export NUM_CORES = 4
export LEC_CHECK = 1
export CORE_UTILIZATION = 40
==> ./constraint.sdc <==
current_design Alu_32_Bit

set clk_period 11.5
set clk_io_pct 0.2

create_clock -name clk0 -period $clk_period

set non_clock_inputs [all_inputs -no_clocks]
set_input_delay [expr $clk_period * $clk_io_pct] -clock clk0 $non_clock_inputs
set_output_delay [expr $clk_period * $clk_io_pct] -clock clk0 [all_outputs]
==> load_flow_metrics.sql <==
-- physical implementation figures
INSERT INTO impl_metrics (metric_group, metric, value, unit) VALUES
('sta', 'fin_crit_sh', '144', '%'),
('synthesis', 'simple_gate_area_share', '3.84', '%'),
('flow_run', 'maxCapViolations', '0', ''),
('final_layout', 'clock_buffer_count', '0', ''),
('place', 'gp_routability_congestion', '0.808', ''),
('drt', 'detail_route.first_pass.iterations', '4', ''),
('critical_path', 'cpMaxStageDelayCell', 'fa_1', ''),
('sta', 'rsz0062_at_grt', 'yes', ''),
('synthesis', 'synth.distinct_cells', '20', ''),
('drt', 'drt_first_iter_violations', '53', ''),
('synthesis', 'netlist.top_cell.by_instances', 'inv_1', ''),
('drt', 'post_route_m1_wl', '3.19', 'mm'),
('sta', 'hold_slack', '5.44', 'ns'),
('floorplanning', 'io-pin-count', '102', ''),
('worst_hold_path', 'timing.hold.worst.start', 'AluOp[1]', ''),
('drt', 'top_layer', 'met3', ''),
('worst_hold_path', 'hold_path_class', 'input port to primary output', ''),
('synthesis', 'yosysWarningCount', '31', ''),
('final_layout', 'nFlopsAndLatches', '0', ''),
('synthesis', 'yosysCellCount', '326', ''),
('drt', 'final_routed_drc_violation_total', '0', ''),
('critical_path', 'critical_path.max_fanout', '3', ''),
('sta', 'max_freq', '60.3', 'MHz'),
('drt', 'met2RoutedLength', '3.18', 'mm'),
('final_layout', 'n_fill_cell', '577', ''),
('sta', 'setup_ws', '-5.10', 'ns'),
('power', 'ir_worst_vdd', '20.7', 'uV'),
('synthesis', 'top_area_share', '27.3', '%'),
('synthesis', 'yosys.stat.seqShare', '0', '%'),
('outcome', 'status', 'finished with violations', ''),
('drt', 'wirelength', '6.62', 'mm'),
('final_layout', 'fin_area', '4370', 'um2'),
('sta', 'timing.final.hold_violations', '0', ''),
('place', 'placedCellCount', '542', ''),
('place', 'hpwlAfterDp', '5.51', 'mm'),
('synthesis', 'synth_adder_area_share', '49.1', '%'),
('critical_path', 'path_common_cell', 'fa_2', ''),
('critical_path', 'cp_data_required_time', '9.20', 'ns'),
('synthesis', 'synthTopCellsByCount', '66 x inv_1, 64 x ha_1, 34 x buf_4', ''),
('grt', 'grt_pass1_vias', '2429', ''),
('place', 'numPortBuffers', '101', ''),
('critical_path', 'worstPathArrival', '14.30', 'ns'),
('floorplanning', 'die.size.y', '87.6', 'um'),
('final_layout', 'layout.area.seq', '0', 'um2'),
('drt', 'drt.antenna.violating_nets', '0', ''),
('synthesis', 'synth_area_per_cell', '9.00', 'um2'),
('final_layout', 'final_cells', '546', ''),
('grt', 'antenna_violations_before_repair', '0', ''),
('critical_path', 'timing_worst_setup_path_type', 'input port to primary output', ''),
('synthesis', 'synth.yosys.chip_area', '2930', 'um2'),
('drt', 'via_count', '2424', ''),
('sta', 'timing.final.max_slew_violations', '0', ''),
('synthesis', 'synth.area.top_cells', 'ha_1 27%, fa_1 22%, mux2i_1 10%', ''),
('critical_path', 'critical_path.endpoint_type', 'primary output', ''),
('synthesis', 'compound_share_synth', '7.29', '%'),
('outcome', 'failed_checks', 'negative setup slack', ''),
('sta', 'relSlewSlack', '60.8', '%'),
('power', 'cellPowerDensity', '51.4', 'nW/um2'),
('floorplanning', 'die_w', '87.6', 'um'),
('synthesis', 'xor_share', '9.85', '%'),
('critical_path', 'crit_path_start_kind', 'input port', ''),
('floorplanning', 'floorplan.rows', '30', ''),
('sta', 'layout_min_cycle_time', '16.60', 'ns'),
('flow_run', 'tool_warnings', '100', ''),
('critical_path', 'max_stage_delay', '0.40', 'ns'),
('place', 'placed_area', '4340', 'um2'),
('synthesis', 'netlist.top_cell.by_area', 'ha_1', ''),
('sta', 'setup_viol_count_final', '18', ''),
('floorplanning', 'initial_utilization', '42.3', '%'),
('grt', 'wire_length_of_the_first_global_routing_pass', '11.1', 'mm'),
('drt', 'drt-vias-per-instance', '4.44', '');
[layout by cell type, fill, tap and decap left out]
master           synthesis  routed
buf_8                    0       1
clkdlybuf4s15_2          0       1
inv_1                   66      63
mux2i_1                 30      29
o22ai_2                  0       1
buf_2                    8      11
nor2_1                   2       2
o32ai_4                  0       1
nand2b_1                 1       1
buf_6                    2       5
buf_12                   0       1
clkdlybuf4s50_1          0      78
buf_4                   34      69
fa_2                     0      31
nand2_1                  5       5
ha_1                    64      64
xnor2_1                 33      31
nand4_1                  1       1
o32ai_1                  2       1
and2_4                   0       1
o22ai_1                 29      28
nor4_1                   7       7
inv_2                    0       3
clkdlybuf4s15_1          0       1
and2_0                   2       1
xnor2_4                  0       1
nor3_1                   1       1
o21ai_2                  0       1
xnor2_2                  0       1
o21ai_1                  0       1
fa_1                    32       1
nor4_2                   1       1
dlygate4sd2_1            0       2
o21ai_0                  3       1
clkbuf_2                 0       2
mux2i_4                  0       1
[cell families after synthesis]
family,after synthesis
AOI/OAI and AO/OA,34
muxes,30
adders and majority gates,96
and+or+nand+nor,20
xor gates and xnor gates,33
buffers and inverters,113
[cell type report]
cell class | instances | area [um2] | share of cell area, %
repair buffers | 171 | 1490 | 34.2
inverters | 66 | 248 | 5.67
well taps | 96 | 120 | 2.75
multi-input cells | 213 | 2500 | 57.4
[critical path, delay by kind of cell]
family,cells,cell delay [ns]
AOI/OAI and AO/OA,1,0.21
xor gates and xnor gates,1,0.17
adders and majority gates,31,10.69
buffers and inverters,5,0.45
and+or+nand+nor,4,0.41
[power by group]
part | switching [W] | internal, W
clock network | 0 | 0
logic | 0.0000928 | 0.000132
registers | 0 | 0
[metal layers]
metal	vias up	track usage [%]
met5	-	0
met4	0	0
met3	0	1.05
met2	59	32.2
met1	1128	27.6
li1	1237	-
[worst max path at each step]
stage	slack [ns]	to	from
final	-5.10	Z	AluOp[2]
after global routing	-5.41	Z	AluOp[2]
after CTS	-5.17	Z	AluOp[2]
[through the flow]
stage                     utilization [%]  setup TNS, ns  setup WS (ns)
after global routing                 62.9         -57.34          -5.41
after detailed placement             62.5         -78.32          -6.73
after global placement               62.5         -78.01          -6.69
final                                62.9         -52.83          -5.10
after CTS                            62.5         -53.30          -5.17
after floorplan                         -         -56.67          -5.54
[timing repair]
action / in CTS / in global routing
buffers inserted: 11 / 1
pin swaps: 45 / 4
setup endpoints to repair: 21 / 18
resized: 67 / 8
Power figures rest on the tool's default switching activity, not on a simulated workload.
