### /design/flow/config.mk
export PLATFORM = sky130hd
export DESIGN_NAME = loadOperations
export DESIGN_NICKNAME = loadOperations
export VERILOG_FILES = /design/flow/design.v
export SDC_FILE = /design/flow/constraint.sdc
export NUM_CORES = 4
export LEC_CHECK = 1
export CORE_AREA = 10 10 70 70
export DIE_AREA = 0 0 80 80
### /design/flow/constraint.sdc
current_design loadOperations

set clk_period 1.0
set clk_io_pct 0.2

create_clock -name clk0 -period $clk_period

set non_clock_inputs [all_inputs -no_clocks]
set_input_delay [expr $clk_period * $clk_io_pct] -clock clk0 $non_clock_inputs
set_output_delay [expr $clk_period * $clk_io_pct] -clock clk0 [all_outputs]
### /design/flow/design.v
module loadOperations(load,readFromMem,lbSignal,lhSignal);	
	output [31:0 ]load;
	input [31:0] readFromMem;
	input lbSignal,lhSignal;
	wire [31:0] lb,lh;
	or(lb[0],1'b0,readFromMem[0]);
	or(lb[1],1'b0,readFromMem[1]);
	or(lb[2],1'b0,readFromMem[2]);
	or(lb[3],1'b0,readFromMem[3]);
	or(lb[4],1'b0,readFromMem[4]);
	or(lb[5],1'b0,readFromMem[5]);
	or(lb[6],1'b0,readFromMem[6]);
	or(lb[7],1'b0,readFromMem[7]);
	or(lb[8],1'b0,1'b0);
	or(lb[9],1'b0,1'b0);
	or(lb[10],1'b0,1'b0);
	or(lb[11],1'b0,1'b0);
	or(lb[12],1'b0,1'b0);
	or(lb[13],1'b0,1'b0);
	or(lb[14],1'b0,1'b0);
	or(lb[15],1'b0,1'b0);
	or(lb[16],1'b0,1'b0);
	or(lb[17],1'b0,1'b0);
	or(lb[18],1'b0,1'b0);
	or(lb[19],1'b0,1'b0);
	or(lb[20],1'b0,1'b0);
	or(lb[21],1'b0,1'b0);
	or(lb[22],1'b0,1'b0);
	or(lb[23],1'b0,1'b0);
	or(lb[24],1'b0,1'b0);
	or(lb[25],1'b0,1'b0);
	or(lb[26],1'b0,1'b0);
	or(lb[27],1'b0,1'b0);
	or(lb[28],1'b0,1'b0);
	or(lb[29],1'b0,1'b0);
	or(lb[30],1'b0,1'b0);
	or(lb[31],1'b0,1'b0);
	or(lh[0],1'b0,readFromMem[0]);
	or(lh[1],1'b0,readFromMem[1]);
	or(lh[2],1'b0,readFromMem[2]);
	or(lh[3],1'b0,readFromMem[3]);
	or(lh[4],1'b0,readFromMem[4]);
	or(lh[5],1'b0,readFromMem[5]);
	or(lh[6],1'b0,readFromMem[6]);
	or(lh[7],1'b0,readFromMem[7]);
	or(lh[8],1'b0,readFromMem[8]);
	or(lh[9],1'b0,readFromMem[9]);
	or(lh[10],1'b0,readFromMem[10]);
	or(lh[11],1'b0,readFromMem[11]);
	or(lh[12],1'b0,readFromMem[12]);
	or(lh[13],1'b0,readFromMem[13]);
	or(lh[14],1'b0,readFromMem[14]);
	or(lh[15],1'b0,readFromMem[15]);
	or(lh[16],1'b0,1'b0);
	or(lh[17],1'b0,1'b0);
	or(lh[18],1'b0,1'b0);
	or(lh[19],1'b0,1'b0);
	or(lh[20],1'b0,1'b0);
	or(lh[21],1'b0,1'b0);
	or(lh[22],1'b0,1'b0);
	or(lh[23],1'b0,1'b0);
	or(lh[24],1'b0,1'b0);
	or(lh[25],1'b0,1'b0);
	or(lh[26],1'b0,1'b0);
	or(lh[27],1'b0,1'b0);
	or(lh[28],1'b0,1'b0);
	or(lh[29],1'b0,1'b0);
	or(lh[30],1'b0,1'b0);
	or(lh[31],1'b0,1'b0);
	mux  m0 (load[0] ,lb[0],lh[0],readFromMem[0],32'b1,lbSignal,lhSignal );
	mux  m1 (load[1] ,lb[1],lh[1],readFromMem[1],32'b1,lbSignal,lhSignal );
	mux  m2 (load[2] ,lb[2],lh[2],readFromMem[2],32'b1,lbSignal,lhSignal );
	mux  m3 (load[3] ,lb[3],lh[3],readFromMem[3],32'b1,lbSignal,lhSignal );
	mux  m4 (load[4],lb[4],lh[4],readFromMem[4],32'b1 ,lbSignal,lhSignal);
	mux  m5 (load[5] ,lb[5],lh[5],readFromMem[5],32'b1,lbSignal,lhSignal );
	mux  m6 (load[6] ,lb[6],lh[6],readFromMem[6],32'b1,lbSignal,lhSignal );
	mux  m7 (load[7] ,lb[7],lh[7],readFromMem[7],32'b1 ,lbSignal,lhSignal);
	mux  m8 (load[8] ,lb[8],lh[8],readFromMem[8],32'b1,lbSignal,lhSignal );
	mux  m9 (load[9] ,lb[9],lh[9],readFromMem[9],32'b1,lbSignal,lhSignal );
	mux  m10 (load[10] ,lb[10],lh[10],readFromMem[10],32'b1 ,lbSignal,lhSignal);
	mux  m11 (load[11] ,lb[11],lh[11],readFromMem[11] ,32'b1,lbSignal,lhSignal);
	mux  m12 (load[12] ,lb[12],lh[12],readFromMem[12] ,32'b1,lbSignal,lhSignal);
	mux  m13 (load[13] ,lb[13],lh[13],readFromMem[13],32'b1 ,lbSignal,lhSignal);
	mux  m14 (load[14] ,lb[14],lh[14],readFromMem[14],32'b1,lbSignal,lhSignal );
	mux  m15 (load[15] ,lb[15],lh[15],readFromMem[15],32'b1,lbSignal,lhSignal );
	mux  m16 (load[16] ,lb[16],lh[16],readFromMem[16],32'b1 ,lbSignal,lhSignal);
	mux  m17 (load[17] ,lb[17],lh[17],readFromMem[17],32'b1,lbSignal,lhSignal );
	mux  m18 (load[18] ,lb[18],lh[18],readFromMem[18],32'b1,lbSignal,lhSignal );
	mux  m19 (load[19] ,lb[19],lh[19],readFromMem[19],32'b1,lbSignal,lhSignal);
	mux  m20 (load[20] ,lb[20],lh[20],readFromMem[20],32'b1,lbSignal,lhSignal );
	mux  m21 (load[21] ,lb[21],lh[21],readFromMem[21],32'b1,lbSignal,lhSignal );
	mux  m22 (load[22] ,lb[22],lh[22],readFromMem[22],32'b1,lbSignal,lhSignal );
	mux  m23 (load[23] ,lb[23],lh[23],readFromMem[23],32'b1,lbSignal,lhSignal );
	mux  m24 (load[24] ,lb[24],lh[24],readFromMem[24],32'b1,lbSignal,lhSignal );
	mux  m25 (load[25] ,lb[25],lh[25],readFromMem[25],32'b1,lbSignal,lhSignal );
	mux  m26 (load[26] ,lb[26],lh[26],readFromMem[26],32'b1,lbSignal,lhSignal );
	mux  m27 (load[27] ,lb[27],lh[27],readFromMem[27],32'b1,lbSignal,lhSignal );
	mux  m28 (load[28] ,lb[28],lh[28],readFromMem[28],32'b1,lbSignal,lhSignal );
	mux  m29 (load[29] ,lb[29],lh[29],readFromMem[29],32'b1,lbSignal,lhSignal );
	mux  m30 (load[30] ,lb[30],lh[30],readFromMem[30],32'b1 ,lbSignal,lhSignal);
	mux  m31 (load[31] ,lb[31],lh[31],readFromMem[31],32'b1 ,lbSignal,lhSignal);
endmodule
module mux (muxOut ,I0,I1,I2,I3,s0,s1 );
    output muxOut;
    input I0,I1,I2,I3,s0,s1 ;
    wire not0,not1 , a1,a2,a3,a4;
    not(not0, s0);  
    not(not1,s1);   
    and (a1,not0,not1,I0 );  
    and (a2,not1,s0,I1);    
    and (a3,not0,s1,I2);   
    and (a4,s0,s1,I3);     
    or (muxOut,a1,a2,a3,a4);  
endmodule
### /design/flow/run.sh
#!/bin/bash
# OpenROAD 26Q1-2900-gdf79404cd8, Yosys 0.63+post, stock flow scripts
make -C /OpenROAD-flow-scripts/flow DESIGN_CONFIG=/design/flow/config.mk WORK_HOME=/design/flow/orfs finish
==> out/metrics.csv <==
metric;value;unit
hold path depth;3;
endpoint arrival time on the critical path;920;ps
violation count after the first detailed-route iteration;0;
launching element type of the critical path;primary input;
final count of pins violating max slew;0;
synthesized netlist cell count;71;
top fanout value on the critical path;4;
storage element area;0;um^2
first-pass GRT wire length;3.22;mm
area growth from synthesis to layout;82.1;%
dominant cell by count in the synthesized netlist;buf_4;
drt pass-1 iters;1;
sequential share of the synthesized area;0;
per-cell via count in the routed design;3.75;
number of different library cells in the post-synthesis netlist;6;
final setup violation count;26;
worst min path class;in2out;
antenna violations before repair;0;
failing checks;setup timing;
Core Region;3420;um^2
count of final hold-check violations;0;
total of clock buffers placed in the layout;0;
category of the worst setup path capture point;primary output;
routed length per placed instance;13.9;um
Area contributors post-synth;buf_4 (44%), o21a_1 (21%), maj3_2 (16%), a21o_1 (11%), buf_6 (4.0%);
Worst VDD drop;82.5;uV
tally of max-capacitance violations;0;
Worst Hold Endpoint;load[27];
area after detailed placement;1030;um^2
remaining antenna violation count;0;
Worst-Margin Slew;130;ps
final cycle utilization of the critical path;1.12;
Post-synth top cells;buf_4 (33), o21a_1 (16), a21o_1 (8), maj3_2 (8), buf_2 (4);
ratio of cells with drive above 1 in the final layout;0.464;
Chip Footprint;6400;um^2
Yosys warnings;0;
tightest slew margin relative to the limit;0.913;
total wirelength of the detailed-routed design;2.19;mm
area share of the largest cell type after synthesis;0.442;
Max Clock Freq;891;MHz
leakage power total;0.536;nW
origin of the worst min-delay path;readFromMem[27];
worst hold slack;691;ps
post-layout power;0.371;mW
diodes inserted;0;
Layout Cell Area excl Fill;1020;um^2
post-synthesis instance area;561;um^2
RSZ-0062 raised after global routing;yes;
overall die height;80;um
number of I/O pins;66;
global placement routability congestion;0.733;
via count of the first global-routing pass;656;
post-detailed-placement half-perimeter wirelength;1.69;mm
# rows;21;
FF+latch count;0;
Die X-Extent;80;um
Initial Utilization;0.164;
Worst Path Required;800;ps
input/output buffers;66;
summed standard-cell area reported by yosys;561;um^2
GRT Residual Overflow;0;
average footprint of a synthesized cell;7.89;um^2
post-layout instance count excluding filler cells;158;
shortest clock period the worst path allows after layout;1120;ps
Cell Pwr Density;364;nW/um^2
DRC violations left;0;
outcome;finished with violations;
pin count of the biggest net entering global routing;16;
vias post-DR;593;
cell taking the most area after synthesis;buf_4;
stage-log warning count;35;
type of the setup path with the least slack;in2out;
Yosys Instances;71;
Overall Global Routing Usage;0.0605;
Cells after DPL;148;
Final WS setup;-123;ps
-- cell families (layout without fill, tap and decap cells) --
logic type,count (synthesis),in the layout,share of synthesized area
buffers and inverters,39,80,0.518
AOI/OAI and AO/OA,24,24,0.321
adders and majority gates,8,8,0.161
-- cell type report --
cell class	instances	area [um^2]
timing repair buffer	80	693
multi-input combinational	32	270
fill	390	2390
tap	46	57.6
-- layout by cell type (no fill, tap or decap) --
| master | synthesis | final |
|---|---|---|
| dlygate4sd2_1 | 0 | 35 |
| buf_2 | 4 | 29 |
| o21a_1 | 16 | 16 |
| maj3_2 | 8 | 8 |
| a21o_1 | 8 | 8 |
| buf_6 | 2 | 7 |
| buf_12 | 0 | 3 |
| buf_8 | 0 | 2 |
| buf_16 | 0 | 1 |
| clkbuf_16 | 0 | 1 |
| dlymetal6s2s_1 | 0 | 1 |
| buf_4 | 33 | 1 |
-- critical path, cell delays in order --
cell    delay (ps)
buf_8          100
buf_6          120
buf_6          110
maj3_2         280
buf_2          110
-- what timing repair did --
item / in CTS / in global routing
setup buffers: 8 / 0
hold buffers: 0 / 0
setup endpoints to repair: 32 / 27
cloned: 2 / 1
gates resized: 149 / 1
pin swaps: 24 / 17
-- through the flow --
step                setup slack [ps]  setup TNS, ps   util
floorplan                      -33.8           -160      -
global placement                -763         -23620  0.302
detailed placement              -783         -23860  0.302
CTS                             -132          -2440  0.295
global route                    -160          -2060  0.299
finish                          -123          -1290  0.299
-- per-layer routing --
layer / GRT usage / vias up / routed length [um]
met1: 0.0666 / 263 / 899
met5: 0 / - / 0
met3: 0.0341 / 0 / 307
met4: 0 / 0 / 0
met2: 0.105 / 40 / 982
li1: - / 290 / -
-- worst max-delay path by stage --
stage,slack [ps],cells past startpoint,to,start
4_1_cts,-130,5,load[15],lhSignal
5_1_grt,-160,5,load[12],lhSignal
6_report,-120,5,load[12],lhSignal
-- report_power, final --
part / internal [mW] / switching [mW] / total [mW]
Combinational: 0.263 / 0.108 / 0.371
Sequential: 0 / 0 / 0
Clock: 0 / 0 / 0
Total: 0.263 / 0.108 / 0.371
No activity file was given, so power comes from the tool's default toggle rates.
